**design.v**
```verilog
module UART_Receiver (
    input wire clk,
    input wire rst,
    input wire rx,             
    input wire read,           
    output reg [7:0] data,     
    output reg rxrdy,          
    output reg parityerr,      
    output reg framingerr,     
    output reg overrun         
);
    parameter BAUD_RATE = 9600;
    parameter CLOCK_FREQ = 50000000;
    localparam BAUD_TICK = CLOCK_FREQ / BAUD_RATE;
    localparam RX_IDLE  = 2'b00, 
               RX_START = 2'b01, 
               RX_DATA  = 2'b10, 
               RX_PARITY = 2'b11,  
               RX_STOP  = 3'b100;
    reg [2:0] rx_state;
    reg [7:0] rx_shift_reg;
    reg [3:0] bit_count;    
    reg [15:0] baud_count;  
    reg parity_bit;
    reg rx_prev;
    always @(posedge clk) begin
        if (rst) begin
            rx_state <= RX_IDLE;
            rx_shift_reg <= 8'b0;  
            rxrdy <= 1'b0;
            bit_count <= 4'b0;    
            baud_count <= 16'b0;  
            framingerr <= 1'b0;
            parityerr <= 1'b0;
            overrun <= 1'b0;
        end else begin
            rx_prev <= rx;
            case (rx_state)
                RX_IDLE: begin
                    if (rx == 1'b0 && rx_prev == 1'b1) begin   
                        baud_count <= BAUD_TICK[15:0] / 2;   
                        rx_state <= RX_START;
                    end
                end
                RX_START: begin
                    if (baud_count == BAUD_TICK[15:0]) begin
                        baud_count <= 16'b0;
                        rx_state <= RX_DATA;
                        bit_count <= 4'b0;
                    end else begin
                        baud_count <= baud_count + 1;
                    end
                end
                RX_DATA: begin
                    if (baud_count == BAUD_TICK[15:0]) begin
                        baud_count <= 16'b0;
                        rx_shift_reg[bit_count] <= rx;
                        bit_count <= bit_count + 1;
                        if (bit_count == 8) begin
                            rx_state <= RX_PARITY;
                        end
                    end else begin
                        baud_count <= baud_count + 1;
                    end
                end
                RX_PARITY: begin
                    if (baud_count == BAUD_TICK[15:0]) begin
                        baud_count <= 16'b0;
                        parity_bit <= rx;
                        if (parity_bit != ^rx_shift_reg) begin
                            parityerr <= 1'b1;   
                        end else begin
                            parityerr <= 1'b0;   
                        end
                        rx_state <= RX_STOP;
                    end else begin
                        baud_count <= baud_count + 1;
                    end
                end
                RX_STOP: begin
                    if (baud_count == BAUD_TICK[15:0]) begin
                        if (rx != 1'b1) begin   
                            framingerr <= 1'b1;   
                        end else begin
                            framingerr <= 1'b0;
                        end
                        if (rxrdy) begin   
                            overrun <= 1'b1;   
                        end else begin
                            overrun <= 1'b0;
                        end
                        data <= rx_shift_reg;
                        rxrdy <= 1'b1;
                        rx_state <= RX_IDLE;
                    end else begin
                        baud_count <= baud_count + 1;
                    end
                end
            endcase
            if (rxrdy && read) begin
                rxrdy <= 1'b0;
            end
        end
    end
endmodule
module UART_Transmitter (
    input wire clk,
    input wire rst,
    input wire write,          
    input wire [7:0] data_in,  
    output reg tx,             
    output reg txrdy           
);
    parameter BAUD_RATE = 9600;
    parameter CLOCK_FREQ = 50000000;
    localparam BAUD_TICK = CLOCK_FREQ / BAUD_RATE;
    localparam TX_IDLE  = 3'b000, 
               TX_START = 3'b001, 
               TX_DATA  = 3'b010, 
               TX_PARITY = 3'b011,    
               TX_STOP  = 3'b100;     
    reg [2:0] tx_state;
    reg [7:0] tx_shift_reg;
    reg [3:0] bit_count;    
    reg [15:0] baud_count;  
    wire parity_bit;
    assign parity_bit = ^data_in;   
    always @(posedge clk) begin
        if (rst) begin
            tx <= 1'b1;  
            tx_shift_reg <= 8'b0;  
            txrdy <= 1'b1;  
            tx_state <= TX_IDLE;
            baud_count <= 16'b0;  
            bit_count <= 4'b0;    
        end else begin
            case (tx_state)
                TX_IDLE: begin
                    if (write && txrdy) begin
                        tx_shift_reg <= data_in;
                        txrdy <= 1'b0;
                        tx_state <= TX_START;
                    end
                end
                TX_START: begin
                    if (baud_count == BAUD_TICK[15:0]) begin
                        tx <= 1'b0;   
                        baud_count <= 16'b0;
                        tx_state <= TX_DATA;
                        bit_count <= 4'b0;
                    end else begin
                        baud_count <= baud_count + 1;
                    end
                end
                TX_DATA: begin
                    if (baud_count == BAUD_TICK[15:0]) begin
                        tx <= tx_shift_reg[bit_count];
                        baud_count <= 16'b0;
                        bit_count <= bit_count + 1;
                        if (bit_count == 8) begin
                            tx_state <= TX_PARITY;   
                        end
                    end else begin
                        baud_count <= baud_count + 1;
                    end
                end
                TX_PARITY: begin
                    if (baud_count == BAUD_TICK[15:0]) begin
                        tx <= parity_bit;   
                        baud_count <= 16'b0;
                        tx_state <= TX_STOP;
                    end else begin
                        baud_count <= baud_count + 1;
                    end
                end
                TX_STOP: begin
                    if (baud_count == BAUD_TICK[15:0]) begin
                        tx <= 1'b1;   
                        baud_count <= 16'b0;
                        txrdy <= 1'b1;
                        tx_state <= TX_IDLE;
                    end else begin
                        baud_count <= baud_count + 1;
                    end
                end
            endcase
        end
    end
endmodule
module uart_top (
    input wire clk,
    input wire rst,
    input wire write,
    input wire read,
    input wire rx,
    input wire [7:0] tx_data,  
    output wire tx,
    output wire txrdy,
    output wire rxrdy,
    output wire parityerr,
    output wire framingerr,
    output wire overrun,
    output wire [7:0] rx_data   
);
    UART_Transmitter transmitter_inst (
        .clk(clk),
        .rst(rst),
        .write(write),
        .data_in(tx_data),    
        .tx(tx),
        .txrdy(txrdy)
    );
    UART_Receiver receiver_inst (
        .clk(clk),
        .rst(rst),
        .read(read),
        .data(rx_data),    
        .rx(rx),
        .rxrdy(rxrdy),
        .parityerr(parityerr),
        .framingerr(framingerr),
        .overrun(overrun)
    );
endmodule
```
**run.sh**
```bash
#!/bin/bash
# OpenROAD 26Q1-2900-gdf79404cd8, Yosys 0.63+post, stock flow scripts
make -C /OpenROAD-flow-scripts/flow DESIGN_CONFIG=/design/flow/config.mk WORK_HOME=/design/flow/orfs finish
```
**config.mk**
```make
export PLATFORM = sky130hd
export DESIGN_NAME = uart_top
export DESIGN_NICKNAME = uart_top
export VERILOG_FILES = /design/flow/design.v
export SDC_FILE = /design/flow/constraint.sdc
export NUM_CORES = 4
export LEC_CHECK = 1
export CORE_UTILIZATION = 50
```
**constraint.sdc**
```tcl
current_design uart_top

set clk_period 4.7
set clk_io_pct 0.2

create_clock -name clk0 -period $clk_period [get_ports {clk}]

set non_clock_inputs [all_inputs -no_clocks]
set_input_delay [expr $clk_period * $clk_io_pct] -clock clk0 $non_clock_inputs
set_output_delay [expr $clk_period * $clk_io_pct] -clock clk0 [all_outputs]
```
==> run summary <==
Pins Over Slew Limit -> 0
clk root buf -> clkbuf_8
Post-synth seq share -> 0.429
setup slack after layout -> 2.19 ns
largest net degree at the start of global routing -> 38
Final Setup Violations -> 0
clk latency late pin -> 0.35 ns
Yosys warning total -> 2
Layout area overhead -> 13.2%
first-pass GRT wire length -> 13800 microns
Antenna Cells -> 0
Compound Share, Synth -> 0.118
vias -> 3250
total power -> 0.00138 W
Rel. slew slack -> 0.568
RSZ-0062 raised after global routing -> no
chip height -> 92.1 microns
Regs by FF count -> receiver_inst.baud_count: 16 flops, transmitter_inst.baud_count: 16 flops
clk sinks -> 82
status -> complete, no violations
CTS tree -> yes
Layout fillers -> 710
maximum vdd drop -> 0.142 mV
DRT antenna net count -> 0
flip-flops with a built-in enable -> 10
Arr. time, crit path -> 2.76 ns
Setup Buffers After CTS -> 0
Top Layout Cells -> 72 x dfxtp_1, 58 x nand2_1, 52 x nor2_1, 34 x a21oi_1, 26 x clkdlybuf4s50_1
cell area after placement -> 4380 sq um
cts hold-fix bufs -> 0
Top non-seq family -> simple AND/OR/NAND/NOR gates
yosys xor share -> 0.0896
final hold vios -> 0
Routed wire per std cell -> 13.5 microns
leakage -> 1.61 nW
WS Path Type -> in -> reg
CTS Buf Count -> 9
YS chip area -> 4060 sq um
vias per cell -> 5.49
row cnt -> 32
post-layout period usage -> 0.534
floorplan utilization -> 0.520
layout cells sized above 1 -> 0.0776
Post-synth ARST share -> 0
setup TNS -> 0 ns
AND/OR/NAND/NOR Cells, Area Fraction -> 0.273
post-layout minimum cycle time -> 2.51 ns
initial antenna violation count -> 0
DR iter-0 viols -> 113
worst slack, placed -> 1.83 ns
yosys cell count -> 464
post-cts sizing count -> 0
Avg Inst Size Synth -> 8.75 sq um
Max-Cap Viols -> 0
final wirelength -> 7970 microns
Port Buf Inserts -> 26
Layout Utilization -> 0.589
most common flop cell mapped by yosys -> dfxtp_1
type of origin of the critical path -> primary input
worst endpoint required time -> 4.95 ns
vias in the first global route -> 2982
Ports -> 27
pwr/cell area -> 299 nW/um^2
fin area -> 4600 sq um
fa+ha+maj area frac -> 0.0339
htree depth -> 3
GP Congestion -> 0.871
flop2flop setup slack -> 2.56 ns
most numerous logic cell after layout -> dfxtp_1
synth top area cells -> dfxtp_1 35%, edfxtp_1 7.4%, nand2_1 5.4%, nor2_1 4.8%, xnor2_1 4.3%
CP Max Fanout -> 11
Area leader share -> 0.355
CTS max path bufs -> 2
worst min path class -> reg -> reg
Synth area leader -> dfxtp_1
Die X -> 92.1 microns
Synth mux share -> 0.0213
Post-DP HPWL -> 5470 microns
clk slew on worst S/H paths -> 0.08 ns
Clock Skew -> 0.0155 ns
Cell Type Count -> 61
Worst-Margin Slew -> 0.642 ns
core footprint -> 7810 sq um
DRT Pass-1 Iters -> 4
Total GRT Usage -> 0.206
total gr overflow -> 0
ys flops -> 82
DIE AREA -> 8490 sq um
Syn Inst Count -> 464
OpenROAD warnings -> 33
Crit. End Element -> register
post-synth design cell area -> 4060 sq um
fmax -> 399 MHz
drc violations -> 0
area by class of cell:
cell class / count / area, sq um / area share
Clock inverter: 4 / 48.8 / 0.0106
Inverter: 15 / 56.3 / 0.0122
Tap cell: 102 / 128 / 0.0277
Timing Repair Buffer: 29 / 283 / 0.0615
Sequential cell: 82 / 1740 / 0.379
Multi-Input combinational cell: 348 / 2180 / 0.473
Clock buffer: 12 / 166 / 0.0362
metal layers:
layer	share of wire	global-route usage	vias to the layer above
met3	0.036	0.0253	10
met2	0.44	0.316	61
met5	0	0	-
li1	-	-	1683
met1	0.51	0.331	1496
met4	0.013	0.0339	0
metrics by stage:
step | hold slack (ns) | std cells
floorplan | 0.417 | 464
global placement | 0.444 | 576
detailed placement | 0.448 | 576
CTS | 0.459 | 592
global route | 0.479 | 592
finish | 0.458 | 592
path summary, 6_finish.rpt:
kind / from / to / depth (start not counted)
setup / recovery: rx / receiver_inst.baud_count[9] / 7
hold / removal: transmitter_inst.tx_shift_reg[1] / transmitter_inst.tx_shift_reg[1] / 2
setup reg to reg: transmitter_inst.baud_count[0] / transmitter_inst.baud_count[8] / 7
hold reg to reg: transmitter_inst.tx_shift_reg[1] / transmitter_inst.tx_shift_reg[1] / 2
synthesized netlist by cell type (all sizes together) (2+ instances only):
master,instances
buf,11
dfxtp,72
and3,7
nor3,18
or4,2
a21oi,34
nor4,8
nor3b,2
nand4,15
o211ai,7
inv,15
nand2,58
mux4,2
nand2b,3
xnor2,20
edfxtp,10
ha,11
a31o,3
and4,3
a31oi,3
nand3,19
a311oi,2
and4bb,3
nor2,52
xor2,19
nor2b,3
clkbuf,8
nand3b,3
or2,2
nor4b,2
o21ai,20
or3,3
mux2i,3
and2,5
where the power goes:
| group | internal [W] | switching [W] | total [W] | leakage [nW] |
|---|---|---|---|---|
| Sequential | 0.000722 | 0.0000169 | 0.000739 | 0.692 |
| Combinational | 0.0000442 | 0.0000495 | 0.0000937 | 0.810 |
| Clock | 0.000292 | 0.000251 | 0.000543 | 0.111 |
| Total | 0.00106 | 0.000317 | 0.00138 | 1.61 |
kinds of logic after synthesis:
| logic type | count (synthesis) |
|---|---|
| buf+inv | 34 |
| fa+ha+maj | 11 |
| simple gates | 211 |
| xor+xnor | 40 |
| mux | 6 |
| flops | 82 |
| compound gates | 80 |
worst max-delay path, cell delays in order:
cell and delay, ns:
clkdlybuf4s50_1 0.53, nand2b_1 0.26, mux2i_1 0.15, buf_4 0.19, and2_0 0.31, a21oi_1 0.12
a311oi_1 0.26
Power is estimated from default activity; no workload was simulated.
